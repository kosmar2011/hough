### run.sh
#!/bin/bash
# OpenROAD 26Q1-2900-gdf79404cd8, Yosys 0.63+post, stock flow scripts
make -C /OpenROAD-flow-scripts/flow DESIGN_CONFIG=/design/flow/config.mk WORK_HOME=/design/flow/orfs finish
### config.mk
export PLATFORM = sky130hd
export DESIGN_NAME = Hough_Algorithm_HW_1296_864mgc_rom_24_70_32_1_60
export DESIGN_NICKNAME = Hough_Algorithm_HW_1296_864mgc_rom_24_70_32_1_60
export VERILOG_FILES = /design/flow/design.v
export SDC_FILE = /design/flow/constraint.sdc
export NUM_CORES = 4
export LEC_CHECK = 1
export CORE_AREA = 10 10 109 109
export DIE_AREA = 0 0 119 119
### constraint.sdc
current_design Hough_Algorithm_HW_1296_864mgc_rom_24_70_32_1_60

set clk_period 3.6
set clk_io_pct 0.2

create_clock -name clk0 -period $clk_period

set non_clock_inputs [all_inputs -no_clocks]
set_input_delay [expr $clk_period * $clk_io_pct] -clock clk0 $non_clock_inputs
set_output_delay [expr $clk_period * $clk_io_pct] -clock clk0 [all_outputs]
### design.v
module Hough_Algorithm_HW_1296_864mgc_rom_24_70_32_1_60 (addr, data_out
);
  input [6:0]addr ;
  output [31:0]data_out ;
  parameter n_width    = 32;
  parameter n_size     = 70;
  parameter n_numports = 1;
  parameter n_addr_w   = 7;
  parameter n_inreg    = 0;
  parameter n_outreg   = 0;
  wire [31:0] mem [69:0];
  reg [31:0] data_out_t;
  assign mem[0] = 32'b10000000000000000000000000000000;
  assign mem[1] = 32'b01001011100100000001010001110110;
  assign mem[2] = 32'b00100111111011001110000101101101;
  assign mem[3] = 32'b00010100010001000100011101010000;
  assign mem[4] = 32'b00001010001011000011010100001100;
  assign mem[5] = 32'b00000101000101110101111110000101;
  assign mem[6] = 32'b00000010100010111101100001111001;
  assign mem[7] = 32'b00000001010001011111000101010100;
  assign mem[8] = 32'b00000000101000101111100101001101;
  assign mem[9] = 32'b00000000010100010111110010111010;
  assign mem[10] = 32'b00000000001010001011111001100000;
  assign mem[11] = 32'b00000000000101000101111100110000;
  assign mem[12] = 32'b00000000000010100010111110011000;
  assign mem[13] = 32'b00000000000001010001011111001100;
  assign mem[14] = 32'b00000000000000101000101111100110;
  assign mem[15] = 32'b00000000000000010100010111110011;
  assign mem[16] = 32'b00000000000000001010001011111001;
  assign mem[17] = 32'b00000000000000000101000101111100;
  assign mem[18] = 32'b00000000000000000010100010111110;
  assign mem[19] = 32'b00000000000000000001010001011111;
  assign mem[20] = 32'b00000000000000000000101000101111;
  assign mem[21] = 32'b00000000000000000000010100010111;
  assign mem[22] = 32'b00000000000000000000001010001011;
  assign mem[23] = 32'b00000000000000000000000101000101;
  assign mem[24] = 32'b00000000000000000000000010100010;
  assign mem[25] = 32'b00000000000000000000000001010001;
  assign mem[26] = 32'b00000000000000000000000000101000;
  assign mem[27] = 32'b00000000000000000000000000010100;
  assign mem[28] = 32'b00000000000000000000000000001010;
  assign mem[29] = 32'b00000000000000000000000000000101;
  assign mem[30] = 32'b00000000000000000000000000000010;
  assign mem[31] = 32'b00000000000000000000000000000001;
  assign mem[32] = 32'b00000000000000000000000000000000;
  assign mem[33] = 32'b00000000000000000000000000000000;
  assign mem[34] = 32'b00000000000000000000000000000000;
  assign mem[35] = 32'b00000000000000000000000000000000;
  assign mem[36] = 32'b00000000000000000000000000000000;
  assign mem[37] = 32'b00000000000000000000000000000000;
  assign mem[38] = 32'b00000000000000000000000000000000;
  assign mem[39] = 32'b00000000000000000000000000000000;
  assign mem[40] = 32'b00000000000000000000000000000000;
  assign mem[41] = 32'b00000000000000000000000000000000;
  assign mem[42] = 32'b00000000000000000000000000000000;
  assign mem[43] = 32'b00000000000000000000000000000000;
  assign mem[44] = 32'b00000000000000000000000000000000;
  assign mem[45] = 32'b00000000000000000000000000000000;
  assign mem[46] = 32'b00000000000000000000000000000000;
  assign mem[47] = 32'b00000000000000000000000000000000;
  assign mem[48] = 32'b00000000000000000000000000000000;
  assign mem[49] = 32'b00000000000000000000000000000000;
  assign mem[50] = 32'b00000000000000000000000000000000;
  assign mem[51] = 32'b00000000000000000000000000000000;
  assign mem[52] = 32'b00000000000000000000000000000000;
  assign mem[53] = 32'b00000000000000000000000000000000;
  assign mem[54] = 32'b00000000000000000000000000000000;
  assign mem[55] = 32'b00000000000000000000000000000000;
  assign mem[56] = 32'b00000000000000000000000000000000;
  assign mem[57] = 32'b00000000000000000000000000000000;
  assign mem[58] = 32'b00000000000000000000000000000000;
  assign mem[59] = 32'b00000000000000000000000000000000;
  assign mem[60] = 32'b00000000000000000000000000000000;
  assign mem[61] = 32'b00000000000000000000000000000000;
  assign mem[62] = 32'b00000000000000000000000000000000;
  assign mem[63] = 32'b00000000000000000000000000000000;
  assign mem[64] = 32'b00000000000000000000000000000000;
  assign mem[65] = 32'b00000000000000000000000000000000;
  assign mem[66] = 32'b00000000000000000000000000000000;
  assign mem[67] = 32'b00000000000000000000000000000000;
  assign mem[68] = 32'b00000000000000000000000000000000;
  assign mem[69] = 32'b00000000000000000000000000000000;
  always@(*)
  begin
    if ( addr >= 'd0 && addr < 'd70)
    begin
      data_out_t <= mem[ addr ];
    end
    else
    begin
      data_out_t <= mem[ {1'b0, addr[5:0]} ];
    end
  end
  assign data_out = data_out_t;
endmodule
==> impl_metrics.ini <==
; yosys + openroad results
[floorplanning]
fp-utilization = 0.189
die_h_um = 119
ios = 39
rows = 36
core-area_sq_um = 9640
die-area_sq_um = 14200
dieWidth_um = 119

[yosys]
synth_top_cell_by_area = a21oi_1
adder_share = 0
synthCells = 297
aoi_share = 0.439
synth-seq-area-share = 0
ys_area_sq_um = 1820
synth.area.top_cells = a21oi_1, o21ai_0, nor2_1, buf_2, nor2b_1
syn-cell-area_sq_um = 1820
yosys-stat-cells = 297
most_common_cell = nor2_1
synth_warnings = 1
ys_sh_xor = 0.0144
logic_family = AND-OR/OR-AND gates
avgSynthCellArea_sq_um = 6.14
top_cells_by_count = nor2_1, a21oi_1, o21ai_0, buf_2, nand2_1
top_cell_area_share = 0.0741
yosys.area_share.simple = 0.400
synth_cell_type_count = 67
mux_area_frac = 0.00618

[finish]
logic_area_sq_um = 1610
nFlopsAndLatches = 0
final.clkbuf_count = 0
drive_gt1_frac = 0.262
area_growth_pct = 48.7
ff_latch_area_sq_um = 0
nFillCells = 1073

[critical_path]
critPathSlowestCell = clkdlybuf4s50_1
path_max_fanout = 12
crit_path_start_kind = input pin
path_cells = clkdlybuf4s50_1, buf_4, a211oi_2, nor3b_2, buf_4, o2111ai_1, nand2_1, or3_1, clkdlybuf4s50_1
critPathRequiredTime_ns = 2.88
crit_start = addr[3]
path_class = in2out
worstPathArrival_ns = 2.84
slowest_delay_ns = 0.44
critical_path.endpoint_type = primary output

[power]
power_density_nw_per_um2 = 116
p_leak_nw = 1.01
peakVddDrop_mv = 0.0628
total_power_mw = 0.314

[clocking]
holdBufCountCts = 0

[global_routing]
grt_pass1_vias = 2503
grt-ovfl-total = 0
grt_pass1_wl_um = 13800
track_usage = 0.115
antenna_found_initial = 0
grt_max_degree = 43

[sta]
hold_slack_ns = 2.27
setup_viol = 0
worst_pin_slew_ns = 0.440
hold_viol = 0
max_freq_ghz = 0.281
slew_headroom = 0.706
fin_crit_sh = 0.988
fin_crit_ns = 3.56
rsz0062_at_grt = true
slew_violations = 0

[placed_design]
hpwl_um = 6670
io_buffers = 39
gp_congestion = 0.985

[detailed_routing]
wire_per_inst_um = 17.2
wl_um = 8520
num_vias = 2580
antenna_left = 0
drtPass1Iterations = 5
drcViolationCount = 0
antenna_cells = 0
viasPerCell = 5.21
drt_iter0_drc = 305

[outcome]
status = finished clean

[job]
drv_cap = 0
warnings = 34

[worst_hold_path]
min_path_type = in2out
min_from = addr[0]
==> kinds of logic after synthesis <==
| family | after synthesis |
|---|---|
| muxes | 1 |
| buffers and inverters | 42 |
| AOI/OAI and AO/OA | 120 |
| xor gates and xnor gates | 3 |
| and+or+nand+nor | 131 |
==> final timing paths <==
check,slack [ns],cells after the start,endpoint
max,0.04,9,data_out[5]
min,2.27,4,data_out[4]
==> layout make-up <==
class                           count  share of cell area
Multi-Input combinational cell    255               0.595
Timing Repair Buffer              105               0.341
Tap cell                          133              0.0614
Inverter                            2             0.00277
==> stage by stage <==
stage / setup slack, ns / instances / instance area [sq um] / utilization / setup TNS, ns
after floorplan: 1.12 / 297 / 1820 / - / 0
after global placement: -0.0328 / 495 / 2650 / 0.275 / -0.0754
after detailed placement: -0.0448 / 495 / 2650 / 0.275 / -0.104
after CTS: -0.00584 / 495 / 2660 / 0.275 / -0.00584
after global routing: -0.0245 / 495 / 2710 / 0.281 / -0.0407
final: 0.0444 / 495 / 2710 / 0.281 / 0
==> layout by cell type (no fill, tap or decap), types with 3 or more instances in the layout <==
master           instances
a211oi_1                 7
a211oi_2                 3
a21oi_1                 27
a22oi_1                  3
a31oi_1                  6
and2_1                   6
and2b_1                  4
buf_12                   3
buf_4                   62
clkdlybuf4s50_1         33
dlymetal6s2s_1           3
nand2_1                 21
nand2b_1                11
nand3_1                  6
nor2_1                  28
nor2b_1                 14
nor3_1                   5
nor3b_1                  3
nor4_1                   4
o211ai_1                 3
o21ai_0                 25
o21ai_1                  3
o221ai_1                 4
o22ai_1                 11
or2_2                    5
or3_1                    3
xnor2_1                  3
==> what timing repair did <==
action,in CTS,in global routing
resized,2,16
setup endpoints to repair,5,18
pin swaps,0,2
setup buffers,0,0
==> power by group <==
part | internal (mW) | leakage [nW] | total [mW] | switching [mW]
logic | 0.152 | 1.01 | 0.314 | 0.163
clock network | 0 | 0 | 0 | 0
registers | 0 | 0 | 0 | 0
total | 0.152 | 1.01 | 0.314 | 0.163
==> worst max-delay path: cells and delay by family <==
family | cells | cell delay, ns
buf+inv | 4 | 1.22
simple gates | 3 | 0.56
compound gates | 2 | 0.33
==> per-layer routing <==
| layer | global-route usage | vias to the layer above | part of all wire |
|---|---|---|---|
| met5 | 0 | - | 0 |
| met1 | 0.165 | 1187 | 0.44 |
| met3 | 0.0182 | 14 | 0.092 |
| met2 | 0.178 | 145 | 0.45 |
| met4 | 0.0191 | 0 | 0.019 |
| li1 | - | 1234 | - |
Power and IR drop assume default switching activity.
