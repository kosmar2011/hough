--- design.v ---
module Hough_Algorithm_HW_1296_864mgc_rom_26_70_32_1_60 (addr, data_out
);
  input [6:0]addr ;
  output [31:0]data_out ;
  parameter n_width    = 32;
  parameter n_size     = 70;
  parameter n_numports = 1;
  parameter n_addr_w   = 7;
  parameter n_inreg    = 0;
  parameter n_outreg   = 0;
  wire [31:0] mem [69:0];
  reg [31:0] data_out_t;
  assign mem[0] = 32'b10000000000000000000000000000000;
  assign mem[1] = 32'b01001011100100000001010001110110;
  assign mem[2] = 32'b00100111111011001110000101101101;
  assign mem[3] = 32'b00010100010001000100011101010000;
  assign mem[4] = 32'b00001010001011000011010100001100;
  assign mem[5] = 32'b00000101000101110101111110000101;
  assign mem[6] = 32'b00000010100010111101100001111001;
  assign mem[7] = 32'b00000001010001011111000101010100;
  assign mem[8] = 32'b00000000101000101111100101001101;
  assign mem[9] = 32'b00000000010100010111110010111010;
  assign mem[10] = 32'b00000000001010001011111001100000;
  assign mem[11] = 32'b00000000000101000101111100110000;
  assign mem[12] = 32'b00000000000010100010111110011000;
  assign mem[13] = 32'b00000000000001010001011111001100;
  assign mem[14] = 32'b00000000000000101000101111100110;
  assign mem[15] = 32'b00000000000000010100010111110011;
  assign mem[16] = 32'b00000000000000001010001011111001;
  assign mem[17] = 32'b00000000000000000101000101111100;
  assign mem[18] = 32'b00000000000000000010100010111110;
  assign mem[19] = 32'b00000000000000000001010001011111;
  assign mem[20] = 32'b00000000000000000000101000101111;
  assign mem[21] = 32'b00000000000000000000010100010111;
  assign mem[22] = 32'b00000000000000000000001010001011;
  assign mem[23] = 32'b00000000000000000000000101000101;
  assign mem[24] = 32'b00000000000000000000000010100010;
  assign mem[25] = 32'b00000000000000000000000001010001;
  assign mem[26] = 32'b00000000000000000000000000101000;
  assign mem[27] = 32'b00000000000000000000000000010100;
  assign mem[28] = 32'b00000000000000000000000000001010;
  assign mem[29] = 32'b00000000000000000000000000000101;
  assign mem[30] = 32'b00000000000000000000000000000010;
  assign mem[31] = 32'b00000000000000000000000000000001;
  assign mem[32] = 32'b00000000000000000000000000000000;
  assign mem[33] = 32'b00000000000000000000000000000000;
  assign mem[34] = 32'b00000000000000000000000000000000;
  assign mem[35] = 32'b00000000000000000000000000000000;
  assign mem[36] = 32'b00000000000000000000000000000000;
  assign mem[37] = 32'b00000000000000000000000000000000;
  assign mem[38] = 32'b00000000000000000000000000000000;
  assign mem[39] = 32'b00000000000000000000000000000000;
  assign mem[40] = 32'b00000000000000000000000000000000;
  assign mem[41] = 32'b00000000000000000000000000000000;
  assign mem[42] = 32'b00000000000000000000000000000000;
  assign mem[43] = 32'b00000000000000000000000000000000;
  assign mem[44] = 32'b00000000000000000000000000000000;
  assign mem[45] = 32'b00000000000000000000000000000000;
  assign mem[46] = 32'b00000000000000000000000000000000;
  assign mem[47] = 32'b00000000000000000000000000000000;
  assign mem[48] = 32'b00000000000000000000000000000000;
  assign mem[49] = 32'b00000000000000000000000000000000;
  assign mem[50] = 32'b00000000000000000000000000000000;
  assign mem[51] = 32'b00000000000000000000000000000000;
  assign mem[52] = 32'b00000000000000000000000000000000;
  assign mem[53] = 32'b00000000000000000000000000000000;
  assign mem[54] = 32'b00000000000000000000000000000000;
  assign mem[55] = 32'b00000000000000000000000000000000;
  assign mem[56] = 32'b00000000000000000000000000000000;
  assign mem[57] = 32'b00000000000000000000000000000000;
  assign mem[58] = 32'b00000000000000000000000000000000;
  assign mem[59] = 32'b00000000000000000000000000000000;
  assign mem[60] = 32'b00000000000000000000000000000000;
  assign mem[61] = 32'b00000000000000000000000000000000;
  assign mem[62] = 32'b00000000000000000000000000000000;
  assign mem[63] = 32'b00000000000000000000000000000000;
  assign mem[64] = 32'b00000000000000000000000000000000;
  assign mem[65] = 32'b00000000000000000000000000000000;
  assign mem[66] = 32'b00000000000000000000000000000000;
  assign mem[67] = 32'b00000000000000000000000000000000;
  assign mem[68] = 32'b00000000000000000000000000000000;
  assign mem[69] = 32'b00000000000000000000000000000000;
  always@(*)
  begin
    if ( addr >= 'd0 && addr < 'd70)
    begin
      data_out_t <= mem[ addr ];
    end
    else
    begin
      data_out_t <= mem[ {1'b0, addr[5:0]} ];
    end
  end
  assign data_out = data_out_t;
endmodule
--- run.sh ---
#!/bin/bash
# OpenROAD 26Q1-2900-gdf79404cd8, Yosys 0.63+post, stock flow scripts
make -C /OpenROAD-flow-scripts/flow DESIGN_CONFIG=/design/flow/config.mk WORK_HOME=/design/flow/orfs finish
--- config.mk ---
export PLATFORM = sky130hd
export DESIGN_NAME = Hough_Algorithm_HW_1296_864mgc_rom_26_70_32_1_60
export DESIGN_NICKNAME = Hough_Algorithm_HW_1296_864mgc_rom_26_70_32_1_60
export VERILOG_FILES = /design/flow/design.v
export SDC_FILE = /design/flow/constraint.sdc
export NUM_CORES = 4
export LEC_CHECK = 1
export CORE_AREA = 10 10 87 87
export DIE_AREA = 0 0 97 97
--- constraint.sdc ---
current_design Hough_Algorithm_HW_1296_864mgc_rom_26_70_32_1_60

set clk_period 3.6
set clk_io_pct 0.2

create_clock -name clk0 -period $clk_period

set non_clock_inputs [all_inputs -no_clocks]
set_input_delay [expr $clk_period * $clk_io_pct] -clock clk0 $non_clock_inputs
set_output_delay [expr $clk_period * $clk_io_pct] -clock clk0 [all_outputs]
==> results.cfg <==
; yosys + openroad results
[synthesis]
topCombFamilyByArea = AND-OR/OR-AND gates
synth_xor_xnor_area_share_pct = 1.441
yosys.cell_types.count = 67
ys_chip_area_sq_um = 1823
adder_share_pct = 0
syn-mean-instance-area_sq_um = 6.138
synth.yosys.seq_area_share_pct = 0
syn-instance-count = 297
muxShareOfSynthArea_pct = 0.6177
syn_area_sq_um = 1823
synth_stat.cells = 297
synth_warnings = 1
synth-compound-area-share_pct = 43.86
ys_sh_simple_pct = 40.01

[setup_path]
worst-setup-path-type = input pin to primary output
cp_cell_sequence = buf_2 > buf_12 > nor2b_1 > nand3_1 > o31a_1 > o2111ai_1 > clkdlybuf4s50_1
crit_required_ns = 2.88
critPathSlowestCell = sky130_fd_sc_hd__clkdlybuf4s50_1
cp-start-kind = input pin
critical_path.max_fanout = 26
critPathArrivalTime_ns = 2.73
critPathMaxStageDelay_ns = 0.50
critical_path.endpoint_type = primary output

[timing]
final.period_utilization_pct = 95.97
fin_worst_hold_slack_ns = 2.218
timing.fmax_mhz = 289.5
worstMarginPinSlew_ns = 0.5123
timing_max_transition_violations_final = 0
timing.slew.headroom_pct = 65.78
setup_repair_after_global_routing_missed_its_margin = no
final_critical_path_setup_slack_ns = 0.1452
final_hold_viol_count = 0
setup-violations-final = 0
time_the_final_worst_path_needs_with_i_o_delays_and_setup_ns = 3.455

[die]
std_cell_rows = 27
floorplan.die.width_um = 97
die_height_um = 97
design.portCount = 39
core_area_sq_um = 5642
dieArea_sq_um = 9409
fp_util_pct = 32.31

[clocking]
post_cts_hold_buffer_count = 0

[drt]
routed_wire_length_per_instance_um = 19.72
ant_nets = 0
firstDrtPassIters = 7
avgViaCountPerCell = 6.085
drc_errors = 0
first_drt_iteration_drcs = 271
antenna_cells = 0
finalWirelength_mm = 8.538
route.vias.total = 2635

[global_routing]
first_global_vias = 2423
overflow = 0
antenna_violations_before_repair = 0
grt_start_max_net_pins = 29
grt_usage_pct = 16.68
global_route_wire_length_before_repair_mm = 13.56

[min_path]
endpoint_worst_hold = data_out[19]
hold_path_class = input pin to primary output
hold-path-cell-count = 4
hold_path_startpoint = addr[1]

[job]
cap_viol_max_count = 0
number_of_warnings_in_the_stage_logs = 33

[placement]
hpwl_mm = 6.474
post_placement_worst_setup_slack_ns = -0.1677
io_buffers = 39
gp_congestion = 1.033

[finish]
drive_gt1_share_pct = 25.48
final.fill_count = 585
flops = 0
layout.area.seq_sq_um = 0
final_common_cell = sky130_fd_sc_hd__buf_4
most_frequent_cells_in_the_layout = sky130_fd_sc_hd__buf_4, sky130_fd_sc_hd__clkdlybuf4s50_1, sky130_fd_sc_hd__nor2_1, sky130_fd_sc_hd__a21oi_1, sky130_fd_sc_hd__o21ai_0
nClkBuffers = 0
area_growth_syn_to_layout_pct = 46.47

[power]
p_per_area_nw_per_um2 = 118.8
power.static_leakage_uw = 0.001046
vdd_ir_drop_max_mv = 0.06614

[status]
status = finished clean
cells by family after synthesis:
logic type,count (synthesis)
mux,1
compound gates,120
simple gates,131
buf+inv,42
xor+xnor,3
cell type report:
type	count	area [sq um]	share of cell area (%)
Multi-Input combinational cell	255	1599	59.89
Tap cell	72	90.09	3.374
Timing Repair Buffer	104	973.4	36.46
Inverter	2	7.507	0.2812
repair_timing:
action                     in CTS  in global routing
resized                         6                 12
hold endpoints to repair        0                  0
gates cloned                    0                  3
buffers inserted                1                  1
pin swaps                       1                  6
setup endpoints to repair       6                 16
per-stage QoR:
step | total power [uW] | area [sq um] | setup TNS (ns) | cells | utilization, %
floorplan | 171.5 | 1823 | 0 | 297 | -
global placement | 304.6 | 2545 | -0.6483 | 428 | 45.11
detailed placement | 299.1 | 2545 | -0.4027 | 428 | 45.11
CTS | 303.4 | 2572 | -0.02072 | 429 | 45.60
global route | 344.8 | 2670 | 0 | 433 | 47.33
finish | 317.3 | 2670 | 0 | 433 | 47.33
power breakdown:
part / switching (uW) / internal, uW
combinational: 163 / 154
sequential: 0 / 0
clock: 0 / 0
total: 163 / 154
routing by layer:
metal,global-route usage (%),wire length [um],vias to the layer above,part of all wire [%]
met3,2.507,764,12,8.9
met1,23.38,3739,1224,44
met5,0,0,-,0
met4,2.706,137,0,1.6
li1,-,-,1240,-
met2,26.48,3897,159,46
worst max-delay path: cells and delay by family:
| kind | cells | cell delay, ns |
|---|---|---|
| buf+inv | 3 | 1.08 |
| simple gates | 2 | 0.68 |
| compound gates | 2 | 0.25 |
cell usage after synthesis (all sizes together), types with 6 or more instances:
cell type	number	area [sq um]
a211oi	10	80.07
a21oi	27	135.1
a31oi	6	37.54
and2	7	46.30
buf	35	230.2
nand2	22	85.09
nand2b	13	81.33
nand3	6	30.03
nor2	31	123.9
nor2b	15	93.84
nor3	6	35.03
o21ai	29	148.9
o22ai	11	68.82
how the worst max path moves through the flow:
stage	from	to	slack (ns)	cells past startpoint
finish	addr[0]	data_out[0]	0.15	7
global route	addr[0]	data_out[13]	0.05	8
CTS	addr[4]	data_out[1]	-0.02	9
Power figures rest on the tool's default switching activity, not on a simulated workload.
