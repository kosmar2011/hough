==> design/flow/design.v <==
module Hough_Algorithm_HW_1296_864mgc_rom_25_70_32_1_60 (addr, data_out
);
  input [6:0]addr ;
  output [31:0]data_out ;
  parameter n_width    = 32;
  parameter n_size     = 70;
  parameter n_numports = 1;
  parameter n_addr_w   = 7;
  parameter n_inreg    = 0;
  parameter n_outreg   = 0;
  wire [31:0] mem [69:0];
  reg [31:0] data_out_t;
  assign mem[0] = 32'b10000000000000000000000000000000;
  assign mem[1] = 32'b01001011100100000001010001110110;
  assign mem[2] = 32'b00100111111011001110000101101101;
  assign mem[3] = 32'b00010100010001000100011101010000;
  assign mem[4] = 32'b00001010001011000011010100001100;
  assign mem[5] = 32'b00000101000101110101111110000101;
  assign mem[6] = 32'b00000010100010111101100001111001;
  assign mem[7] = 32'b00000001010001011111000101010100;
  assign mem[8] = 32'b00000000101000101111100101001101;
  assign mem[9] = 32'b00000000010100010111110010111010;
  assign mem[10] = 32'b00000000001010001011111001100000;
  assign mem[11] = 32'b00000000000101000101111100110000;
  assign mem[12] = 32'b00000000000010100010111110011000;
  assign mem[13] = 32'b00000000000001010001011111001100;
  assign mem[14] = 32'b00000000000000101000101111100110;
  assign mem[15] = 32'b00000000000000010100010111110011;
  assign mem[16] = 32'b00000000000000001010001011111001;
  assign mem[17] = 32'b00000000000000000101000101111100;
  assign mem[18] = 32'b00000000000000000010100010111110;
  assign mem[19] = 32'b00000000000000000001010001011111;
  assign mem[20] = 32'b00000000000000000000101000101111;
  assign mem[21] = 32'b00000000000000000000010100010111;
  assign mem[22] = 32'b00000000000000000000001010001011;
  assign mem[23] = 32'b00000000000000000000000101000101;
  assign mem[24] = 32'b00000000000000000000000010100010;
  assign mem[25] = 32'b00000000000000000000000001010001;
  assign mem[26] = 32'b00000000000000000000000000101000;
  assign mem[27] = 32'b00000000000000000000000000010100;
  assign mem[28] = 32'b00000000000000000000000000001010;
  assign mem[29] = 32'b00000000000000000000000000000101;
  assign mem[30] = 32'b00000000000000000000000000000010;
  assign mem[31] = 32'b00000000000000000000000000000001;
  assign mem[32] = 32'b00000000000000000000000000000000;
  assign mem[33] = 32'b00000000000000000000000000000000;
  assign mem[34] = 32'b00000000000000000000000000000000;
  assign mem[35] = 32'b00000000000000000000000000000000;
  assign mem[36] = 32'b00000000000000000000000000000000;
  assign mem[37] = 32'b00000000000000000000000000000000;
  assign mem[38] = 32'b00000000000000000000000000000000;
  assign mem[39] = 32'b00000000000000000000000000000000;
  assign mem[40] = 32'b00000000000000000000000000000000;
  assign mem[41] = 32'b00000000000000000000000000000000;
  assign mem[42] = 32'b00000000000000000000000000000000;
  assign mem[43] = 32'b00000000000000000000000000000000;
  assign mem[44] = 32'b00000000000000000000000000000000;
  assign mem[45] = 32'b00000000000000000000000000000000;
  assign mem[46] = 32'b00000000000000000000000000000000;
  assign mem[47] = 32'b00000000000000000000000000000000;
  assign mem[48] = 32'b00000000000000000000000000000000;
  assign mem[49] = 32'b00000000000000000000000000000000;
  assign mem[50] = 32'b00000000000000000000000000000000;
  assign mem[51] = 32'b00000000000000000000000000000000;
  assign mem[52] = 32'b00000000000000000000000000000000;
  assign mem[53] = 32'b00000000000000000000000000000000;
  assign mem[54] = 32'b00000000000000000000000000000000;
  assign mem[55] = 32'b00000000000000000000000000000000;
  assign mem[56] = 32'b00000000000000000000000000000000;
  assign mem[57] = 32'b00000000000000000000000000000000;
  assign mem[58] = 32'b00000000000000000000000000000000;
  assign mem[59] = 32'b00000000000000000000000000000000;
  assign mem[60] = 32'b00000000000000000000000000000000;
  assign mem[61] = 32'b00000000000000000000000000000000;
  assign mem[62] = 32'b00000000000000000000000000000000;
  assign mem[63] = 32'b00000000000000000000000000000000;
  assign mem[64] = 32'b00000000000000000000000000000000;
  assign mem[65] = 32'b00000000000000000000000000000000;
  assign mem[66] = 32'b00000000000000000000000000000000;
  assign mem[67] = 32'b00000000000000000000000000000000;
  assign mem[68] = 32'b00000000000000000000000000000000;
  assign mem[69] = 32'b00000000000000000000000000000000;
  always@(*)
  begin
    if ( addr >= 'd0 && addr < 'd70)
    begin
      data_out_t <= mem[ addr ];
    end
    else
    begin
      data_out_t <= mem[ {1'b0, addr[5:0]} ];
    end
  end
  assign data_out = data_out_t;
endmodule
==> design/flow/run.sh <==
#!/bin/bash
# OpenROAD 26Q1-2900-gdf79404cd8, Yosys 0.63+post, stock flow scripts
make -C /OpenROAD-flow-scripts/flow DESIGN_CONFIG=/design/flow/config.mk WORK_HOME=/design/flow/orfs finish
==> design/flow/config.mk <==
export PLATFORM = sky130hd
export DESIGN_NAME = Hough_Algorithm_HW_1296_864mgc_rom_25_70_32_1_60
export DESIGN_NICKNAME = Hough_Algorithm_HW_1296_864mgc_rom_25_70_32_1_60
export VERILOG_FILES = /design/flow/design.v
export SDC_FILE = /design/flow/constraint.sdc
export NUM_CORES = 4
export LEC_CHECK = 1
export CORE_AREA = 10 10 109 109
export DIE_AREA = 0 0 119 119
==> design/flow/constraint.sdc <==
current_design Hough_Algorithm_HW_1296_864mgc_rom_25_70_32_1_60

set clk_period 3.6
set clk_io_pct 0.2

create_clock -name clk0 -period $clk_period

set non_clock_inputs [all_inputs -no_clocks]
set_input_delay [expr $clk_period * $clk_io_pct] -clock clk0 $non_clock_inputs
set_output_delay [expr $clk_period * $clk_io_pct] -clock clk0 [all_outputs]
==> changes_impl.md <==
### Implementation results

- Result of the run: complete, no violations
- Critical path launch point type: primary input
- Critical-path maximum fanout: 12
- Data arrival at the endpoint of the critical path: 2840 ps
- Synthesized area: 1823 sq um
- Total wire length: 8524 um
- Area taken by flip-flops and latches: 0 sq um
- Seq share, synth: 0%
- Endpoint required time on the critical path: 2880 ps
- Cell row count: 36
- Chip area line of the yosys report: 1823 sq um
- Cell types with the largest area share after synthesis: a21oi_1 7.4%, o21ai_0 7.1%, nor2_1 6.2%
- Class of the most critical hold timing path: primary input to primary output
- Logic area: between 1500 and 2000 sq um
- First-iteration detailed-routing DRC count: 305
- Max frequency: 0.2812 GHz
- I/O Pins: 39
- Number of search-and-repair iterations in the first detailed-routing pass: 5
- FP Core Util: 18.91%
- Number of antenna violations at the first check in global routing: 0
- Share of layout cells above drive strength 1: 26.24%
- Number of port buffers: 39
- Number of global-route vias before repair: 2503
- CLK BUF: 0
- Average cell area after synthesis: roughly 6 sq um
- Count of unique library cells instantiated by Yosys: ~67
- Vertical die dimension: 119 um
- Floorplan core area: 9639 sq um
- Via Count: between 2000 and 3000
- Post-route total power: about 310 uW
- Pwr Density: 116.0 nW/um^2
- Pins over their slew limit: 0
- Average detailed-routed wire length per instance: between 15 and 20 um
- Remaining number of nets flagged by the antenna check after routing: 0
- Global-route usage over all layers: a little under an eighth
- Post-CTS Hold Fix Bufs: 0
- Vias/cell: around 5.2
- First-pass GRT wire length: 13830 um
- Maximum number of pins on one net before global-route repair: 43
- Max-area cell share: 7.412%
- Overflow after GRT: 0
- Area overhead of the layout relative to synthesis: 48.73%
- Final worst-path cycle share: 98.77%
- VDD IR-drop max: about 0.000063 V
- Post-synthesis cell type with the largest instance count: nor2_1
- Transition time at the pin with the least slew margin: 440.1 ps
- Fill cell instance count of the final layout: 1073
- Static leakage: 0.001010 uW
- Setup repair after global routing missed its margin: true
- Yosys stat cell total: about 300
- Post-synthesis cell type with the largest combined area: a21oi_1
- Setup crit end kind: primary output
- Diodes inserted: 0
- Synth Instances: 297
- Number of warning messages in the yosys log: 1
- Drc violations: 0
- Max-capacitance violation count: 0
- Post CTS Setup Buffer Count: 0
- Overall die width: 119 um
- Hold violation count in the final report: 0
- Final RePlAce weighted congestion: roughly 0.98
- Total half-perimeter wirelength after legalization and detailed placement: 6672 um
- Area of the die: 14160 sq um
- List of most frequent post-synthesis cells: 30 x nor2_1, 27 x a21oi_1, 26 x o21ai_0
- Total number of sequential cells: 0
- Worst-case headroom to the max-slew limit: 70.60%
- OpenROAD warning count: 34
- Time the worst path needs with I/O delays and setup: 3556 ps
- Setup TNS: 0 ps
- Type of the worst setup path: primary input to primary output
- Final count of negative-setup-slack endpoints: 0
[layer usage]
layer / routed length [um] / global-route usage [%]
met3: 785 / 1.823
met4: 158 / 1.908
met5: 0 / 0
met2: 3795 / 17.84
met1: 3784 / 16.52
[where the power goes]
group / leakage, uW / switching [uW] / total (uW) / internal (uW)
clock: 0 / 0 / 0 / 0
combinational: 0.00101 / 163 / 314 / 152
sequential: 0 / 0 / 0 / 0
[cells in the final DEF, fill, tap and decap left out, drive strengths merged, types with 3 or more instances in the layout]
master         count
or3                5
o22ai             11
o21ai             29
or2                5
and2               7
o32ai              3
nand3              6
nor2              31
nor3b              4
dlymetal6s2s       3
o211ai             3
a31oi              6
o221ai             4
nor3               6
clkdlybuf4s50     33
nor4               4
nand2             22
and2b              4
a211oi            10
nor2b             15
xnor2              3
a21oi             27
a22oi              3
nand2b            13
buf               68
[worst paths after layout]
kind / startpoint / to / slack (ps) / depth (start not counted)
worst max-delay path: addr[3] / data_out[5] / 40 / 9
worst min-delay path: addr[0] / data_out[4] / 2270 / 4
[layout make-up]
class / instances / share of cell area [%]
inverter: 2 / 0.2769
multi-input combinational: 255 / 59.53
tap: 133 / 6.138
timing repair buffer: 105 / 34.06
[critical path, stage by stage]
cell,delay [ps]
clkdlybuf4s50_1,430
buf_4,200
a211oi_2,260
nor3b_2,80
buf_4,150
o2111ai_1,70
nand2_1,70
or3_1,410
clkdlybuf4s50_1,440
[logic make-up (layout without fill, tap and decap cells)]
group,Yosys count,after routing,synth area share [%]
mux,1,1,0.6177
compound gates,120,120,43.86
buf+inv,42,107,14.07
xor+xnor,3,3,1.442
simple gates,131,131,40.01
[timing repair]
| action | in CTS | in global routing |
|---|---|---|
| hold endpoints to repair | 0 | 0 |
| pin swaps | 0 | 2 |
| resized | 2 | 16 |
| endpoints found under the setup margin | 5 | 18 |
[metrics by stage]
step	setup slack [ps]	hold slack, ps	std cells	util [%]	instance area (sq um)
3_5_place_dp	-44.79	2325	495	27.53	2654
3_3_place_gp	-32.75	2323	495	27.53	2654
6_report	44.41	2273	495	28.13	2711
2_1_floorplan	1121	1630	297	-	1823
5_1_grt	-24.52	2352	495	28.13	2711
4_1_cts	-5.840	2339	495	27.54	2655
Power figures rest on the tool's default switching activity, not on a simulated workload.
