`design/flow/design.v`:
```
module Hough_Algorithm_HW_1296_864mgc_rom_27_70_32_1_60 (addr, data_out
);
  input [6:0]addr ;
  output [31:0]data_out ;
  parameter n_width    = 32;
  parameter n_size     = 70;
  parameter n_numports = 1;
  parameter n_addr_w   = 7;
  parameter n_inreg    = 0;
  parameter n_outreg   = 0;
  wire [31:0] mem [69:0];
  reg [31:0] data_out_t;
  assign mem[0] = 32'b10000000000000000000000000000000;
  assign mem[1] = 32'b01001011100100000001010001110110;
  assign mem[2] = 32'b00100111111011001110000101101101;
  assign mem[3] = 32'b00010100010001000100011101010000;
  assign mem[4] = 32'b00001010001011000011010100001100;
  assign mem[5] = 32'b00000101000101110101111110000101;
  assign mem[6] = 32'b00000010100010111101100001111001;
  assign mem[7] = 32'b00000001010001011111000101010100;
  assign mem[8] = 32'b00000000101000101111100101001101;
  assign mem[9] = 32'b00000000010100010111110010111010;
  assign mem[10] = 32'b00000000001010001011111001100000;
  assign mem[11] = 32'b00000000000101000101111100110000;
  assign mem[12] = 32'b00000000000010100010111110011000;
  assign mem[13] = 32'b00000000000001010001011111001100;
  assign mem[14] = 32'b00000000000000101000101111100110;
  assign mem[15] = 32'b00000000000000010100010111110011;
  assign mem[16] = 32'b00000000000000001010001011111001;
  assign mem[17] = 32'b00000000000000000101000101111100;
  assign mem[18] = 32'b00000000000000000010100010111110;
  assign mem[19] = 32'b00000000000000000001010001011111;
  assign mem[20] = 32'b00000000000000000000101000101111;
  assign mem[21] = 32'b00000000000000000000010100010111;
  assign mem[22] = 32'b00000000000000000000001010001011;
  assign mem[23] = 32'b00000000000000000000000101000101;
  assign mem[24] = 32'b00000000000000000000000010100010;
  assign mem[25] = 32'b00000000000000000000000001010001;
  assign mem[26] = 32'b00000000000000000000000000101000;
  assign mem[27] = 32'b00000000000000000000000000010100;
  assign mem[28] = 32'b00000000000000000000000000001010;
  assign mem[29] = 32'b00000000000000000000000000000101;
  assign mem[30] = 32'b00000000000000000000000000000010;
  assign mem[31] = 32'b00000000000000000000000000000001;
  assign mem[32] = 32'b00000000000000000000000000000000;
  assign mem[33] = 32'b00000000000000000000000000000000;
  assign mem[34] = 32'b00000000000000000000000000000000;
  assign mem[35] = 32'b00000000000000000000000000000000;
  assign mem[36] = 32'b00000000000000000000000000000000;
  assign mem[37] = 32'b00000000000000000000000000000000;
  assign mem[38] = 32'b00000000000000000000000000000000;
  assign mem[39] = 32'b00000000000000000000000000000000;
  assign mem[40] = 32'b00000000000000000000000000000000;
  assign mem[41] = 32'b00000000000000000000000000000000;
  assign mem[42] = 32'b00000000000000000000000000000000;
  assign mem[43] = 32'b00000000000000000000000000000000;
  assign mem[44] = 32'b00000000000000000000000000000000;
  assign mem[45] = 32'b00000000000000000000000000000000;
  assign mem[46] = 32'b00000000000000000000000000000000;
  assign mem[47] = 32'b00000000000000000000000000000000;
  assign mem[48] = 32'b00000000000000000000000000000000;
  assign mem[49] = 32'b00000000000000000000000000000000;
  assign mem[50] = 32'b00000000000000000000000000000000;
  assign mem[51] = 32'b00000000000000000000000000000000;
  assign mem[52] = 32'b00000000000000000000000000000000;
  assign mem[53] = 32'b00000000000000000000000000000000;
  assign mem[54] = 32'b00000000000000000000000000000000;
  assign mem[55] = 32'b00000000000000000000000000000000;
  assign mem[56] = 32'b00000000000000000000000000000000;
  assign mem[57] = 32'b00000000000000000000000000000000;
  assign mem[58] = 32'b00000000000000000000000000000000;
  assign mem[59] = 32'b00000000000000000000000000000000;
  assign mem[60] = 32'b00000000000000000000000000000000;
  assign mem[61] = 32'b00000000000000000000000000000000;
  assign mem[62] = 32'b00000000000000000000000000000000;
  assign mem[63] = 32'b00000000000000000000000000000000;
  assign mem[64] = 32'b00000000000000000000000000000000;
  assign mem[65] = 32'b00000000000000000000000000000000;
  assign mem[66] = 32'b00000000000000000000000000000000;
  assign mem[67] = 32'b00000000000000000000000000000000;
  assign mem[68] = 32'b00000000000000000000000000000000;
  assign mem[69] = 32'b00000000000000000000000000000000;
  always@(*)
  begin
    if ( addr >= 'd0 && addr < 'd70)
    begin
      data_out_t <= mem[ addr ];
    end
    else
    begin
      data_out_t <= mem[ {1'b0, addr[5:0]} ];
    end
  end
  assign data_out = data_out_t;
endmodule
```
`design/flow/run.sh`:
```
#!/bin/bash
# OpenROAD 26Q1-2900-gdf79404cd8, Yosys 0.63+post, stock flow scripts
make -C /OpenROAD-flow-scripts/flow DESIGN_CONFIG=/design/flow/config.mk WORK_HOME=/design/flow/orfs finish
```
`design/flow/config.mk`:
```
export PLATFORM = sky130hd
export DESIGN_NAME = Hough_Algorithm_HW_1296_864mgc_rom_27_70_32_1_60
export DESIGN_NICKNAME = Hough_Algorithm_HW_1296_864mgc_rom_27_70_32_1_60
export VERILOG_FILES = /design/flow/design.v
export SDC_FILE = /design/flow/constraint.sdc
export NUM_CORES = 4
export LEC_CHECK = 1
export CORE_AREA = 10 10 96 96
export DIE_AREA = 0 0 106 106
```
`design/flow/constraint.sdc`:
```
current_design Hough_Algorithm_HW_1296_864mgc_rom_27_70_32_1_60

set clk_period 4.5
set clk_io_pct 0.2

create_clock -name clk0 -period $clk_period

set non_clock_inputs [all_inputs -no_clocks]
set_input_delay [expr $clk_period * $clk_io_pct] -clock clk0 $non_clock_inputs
set_output_delay [expr $clk_period * $clk_io_pct] -clock clk0 [all_outputs]
```
==> impl_metrics.env <==
# source this file to load flow results
export IMPL_outcome="finished clean"
export IMPL_grt_overflow_total=0
export IMPL_clkbuf_count=0
export IMPL_grt_busiest_layer="met2"
export IMPL_vias_per_cell=5.956
export IMPL_p_leak_nw=0.7088
export IMPL_pin_count=39
export IMPL_largest_area_cell="a21oi_1"
export IMPL_ys_warn_count=1
export IMPL_seq_cell_count=0
export IMPL_rsz0062_at_grt="no"
export IMPL_die_h_microns=106
export IMPL_drtIter0Drc=307
export IMPL_grt_max_degree=39
export IMPL_use_met2=0.2129
export IMPL_synth_most_common_cell="nor2_1"
export IMPL_power_density_nw_per_um2=95.14
export IMPL_yosysChipArea_sq_um=1823
export IMPL_drive_gt1_frac=0.1097
export IMPL_vias=2436
export IMPL_setup_viol=0
export IMPL_totalPowerFinal_mw=0.2113
export IMPL_first_global_vias=2240
export IMPL_synth_cell_types=67
export IMPL_synthAoiAreaFrac=0.4386
export IMPL_syn2layout_area_growth_pct=21.83
export IMPL_cts_hold_buffers_added=0
export IMPL_logic_area_sq_um=1567
export IMPL_worst_pin_slew_ns=0.6631
export IMPL_grt_antenna_before_repair=0
export IMPL_synth_simple_area_share=0.4001
export IMPL_drv_slew=0
export IMPL_finalClockPeriodUsage=0.9216
export IMPL_yosysSeqAreaShare=0
export IMPL_ys_sh_mux=0.006177
export IMPL_top_cells_by_area="a21oi_1 (7.4%), o21ai_0 (7.1%), nor2_1 (6.2%), buf_2 (6.0%), nor2b_1 (5.1%)"
export IMPL_core_sq_um=7214
export IMPL_crit_type="primary input to primary output"
export IMPL_common_cells="nor2_1 (30), a21oi_1 (27), o21ai_0 (26), buf_2 (22), nand2_1 (21)"
export IMPL_crit_fanout=38
export IMPL_post_cts_buffers=0
export IMPL_groute_usage_overall=0.1317
export IMPL_dr_pass1_iters=5
export IMPL_ir_worst_vdd_mv=0.05827
export IMPL_seq_area_sq_um=0
export IMPL_logic_family="AND-OR/OR-AND gates"
export IMPL_use_met3=0.01651
export IMPL_syn_avg_cell_area_sq_um=6.138
export IMPL_insertedDiodeCount=0
export IMPL_warning_count=32
export IMPL_period_needed_ns=4.147
export IMPL_dp_hpwl_microns=5687
export IMPL_place_congestion=0.9906
export IMPL_maxSlewHeadroom=0.5580
export IMPL_required_ns=3.60
export IMPL_grt_pass1_wl_microns=12410
export IMPL_fin_tns_setup_ns=0
export IMPL_cts_resized=0
export IMPL_drc=0
export IMPL_hold_viol=0
export IMPL_wirelength_microns=7813
export IMPL_fp_util=0.2527
export IMPL_xor_area_frac=0.01441
export IMPL_drv_cap=0
export IMPL_start_kind="primary input"
export IMPL_wl_per_cell_microns=19.10
export IMPL_ys_cells=297
export IMPL_crit_arrival_ns=3.25
export IMPL_core_rowCount=31
export IMPL_final_antenna_net_count=0
export IMPL_netlist_area_sq_um=1823
export IMPL_fmax_ghz=0.2411
export IMPL_crit_path_end_kind="primary output"
export IMPL_adder_share=0
export IMPL_hp_class="primary input to primary output"
export IMPL_yosysTopAreaCellShare=0.07412
export IMPL_grt_met1_usage=0.1819
export IMPL_dieWidth_microns=106
export IMPL_portBuffers=39
export IMPL_die_area_sq_um=11240
export IMPL_synth_cells=297
export IMPL_n_fill_cell=824
critical path: stages:
cell and delay (ns):
clkdlybuf4s50_1 0.50, buf_12 0.20, or3b_1 0.40, o21ai_2 0.16, mux2_2 0.29, a311o_1 0.37, clkdlybuf4s50_1 0.42
layout by cell type (no fill, tap or decap), types with 2 or more instances in the layout:
cell type        Yosys  layout
o221ai_1             4       4
o21ai_1              2       2
o2111ai_1            2       2
nand3_1              6       6
a221o_1              2       2
o21a_1               2       2
nor4b_1              2       2
buf_2               22       2
and2b_1              4       4
o21ai_0             26      26
o22ai_1             11      11
or3_1                4       4
nor3_1               5       5
xnor2_1              3       3
nand2_1             21      21
a22oi_1              3       3
buf_4                5      11
nor4_1               4       4
a31oi_1              6       6
and2_1               6       6
inv_1                2       2
o32ai_1              2       2
nand2b_1            13      13
nor2_1              30      30
o211ai_1             3       3
nor3b_1              3       3
a211oi_1             9       9
or2_2                5       5
clkdlybuf4s50_1      0      37
buf_12               0       3
a311oi_1             2       2
nor2b_1             15      15
a21oi_1             27      27
through the flow:
stage / setup slack, ns / hold WS (ns) / cell area, sq um / util / cells
6_report: 0.3528 / 2.773 / 2221 / 0.3078 / 409
5_1_grt: 0.1873 / 2.868 / 2221 / 0.3078 / 409
4_1_cts: 0.3844 / 2.781 / 2221 / 0.3078 / 409
3_5_place_dp: 0.3869 / 2.775 / 2221 / 0.3078 / 409
3_3_place_gp: 0.3805 / 2.776 / 2221 / 0.3078 / 409
2_1_floorplan: 1.661 / 1.990 / 1823 / - / 297
power by group:
group / leakage (nW) / internal, mW / switching (mW)
logic: 0.709 / 0.0918 / 0.120
clock network: 0 / 0 / 0
registers: 0 / 0 / 0
metal layers:
layer	wire, microns	vias up
met2	3552	158
met4	123	0
li1	-	1131
met1	3416	1135
met5	0	-
met3	720	12
cells by family (layout without fill, tap and decap cells):
family | count (synthesis) | after routing
AND/OR/NAND/NOR | 131 | 131
AND-OR/OR-AND | 120 | 120
buffers and inverters | 42 | 55
XOR/XNOR | 3 | 3
multiplexers | 1 | 1
area by class of cell:
cell class / instances / area share
well taps: 99 / 0.05577
repair buffers: 53 / 0.2355
inverters: 2 / 0.003380
multi-input cells: 255 / 0.7054
path summary, 6_finish.rpt:
| kind | end | depth (start not counted) | start | slack, ns |
|---|---|---|---|---|
| max | data_out[1] | 7 | addr[2] | 0.35 |
| min | data_out[18] | 4 | addr[0] | 2.77 |
No activity file was given, so power comes from the tool's default toggle rates.
